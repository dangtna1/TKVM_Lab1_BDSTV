**run.sh**
```bash
#!/bin/bash
# OpenROAD 26Q1-2900-gdf79404cd8, Yosys 0.63+post, stock flow scripts
make -C /OpenROAD-flow-scripts/flow DESIGN_CONFIG=/design/flow/config.mk WORK_HOME=/design/flow/orfs finish
```
**config.mk**
```make
export PLATFORM = sky130hd
export DESIGN_NAME = Flash_bounder
export DESIGN_NICKNAME = Flash_bounder
export VERILOG_FILES = /design/flow/design.v
export SDC_FILE = /design/flow/constraint.sdc
export NUM_CORES = 4
export LEC_CHECK = 1
export CORE_UTILIZATION = 30
```
**constraint.sdc**
```tcl
current_design Flash_bounder

set clk_period 5.4
set clk_io_pct 0.2

create_clock -name clk0 -period $clk_period [get_ports {clk}]

set non_clock_inputs [all_inputs -no_clocks]
set_input_delay [expr $clk_period * $clk_io_pct] -clock clk0 $non_clock_inputs
set_output_delay [expr $clk_period * $clk_io_pct] -clock clk0 [all_outputs]
```
**design.v**
```verilog
module Flash_bounder(clk, rst_n, flick, LED);
input wire clk, rst_n, flick;
output reg [15:0] LED;
reg [1:0] operation;
integer N, i;
parameter IDLE 		  =  2'b00;
parameter UP	      	  =  2'B01;
parameter DOWN 		  =  2'b10;
parameter KICK_BACK	  =  2'b11;
reg [5: 0] state, next_state;
parameter INIT            =  6'b000001;
parameter ZERO_TO_FIVE    =  6'b000010;
parameter OFF_TO_ZERO     =  6'b000100;
parameter ZERO_TO_TEN     =  6'b001000;
parameter OFF_TO_FOUR     =  6'b010000;
parameter FOUR_TO_FIFTEEN = 6'B100000;
always @(posedge clk or negedge rst_n)
begin
	if(!rst_n) begin
		state <=  INIT;	
	end
	else begin
		state <= next_state;
	end
end
always @(posedge clk or negedge rst_n)
begin
	if(!rst_n) begin
		N <= -1;
	end
	else begin
		if(operation == UP) begin
			N <= N + 1;
		end
		else if(operation == IDLE) begin
			N <= N;
		end
		else begin
			N <= N - 1;
		end
	end
end
always @(state or operation)
begin
	case(state)
	INIT: begin
		if(operation == UP) begin
			next_state = ZERO_TO_FIVE;
		end
		else begin
			next_state = INIT;
		end
	end
	ZERO_TO_FIVE: begin
		if(operation == UP) begin
			next_state = ZERO_TO_FIVE;
		end
		else begin
			next_state = OFF_TO_ZERO;
		end
	end
	OFF_TO_ZERO: begin
		if(operation == DOWN) begin
			next_state = OFF_TO_ZERO;
		end
		else begin
			next_state = ZERO_TO_TEN;
		end
	end
	ZERO_TO_TEN: begin
		if(operation == KICK_BACK) begin
			next_state = OFF_TO_ZERO;
		end
		else if(operation == DOWN) begin
			next_state = OFF_TO_FOUR;
		end
		else begin
			next_state = ZERO_TO_TEN;
		end
	end
	OFF_TO_FOUR: begin
		if(operation == DOWN) begin
			next_state = OFF_TO_FOUR;
		end
		else begin
			next_state = FOUR_TO_FIFTEEN;
		end
	end
	FOUR_TO_FIFTEEN: begin
		if(operation == KICK_BACK) begin
			next_state = OFF_TO_FOUR;
		end
		else if(operation == DOWN) begin
			next_state = INIT;	
		end
		else begin
			next_state = FOUR_TO_FIFTEEN;
		end
	end
	default: next_state = INIT;
	endcase
end
always @(state or flick or N) begin
	operation = 2'b00;  
	case(state)
	INIT: begin
		if(N >= 0) operation = DOWN;
		else if(flick) operation = UP;
		else operation = IDLE;
	end
	ZERO_TO_FIVE: begin
		if(N < 5) operation = UP;
		else operation = DOWN;
	end
	OFF_TO_ZERO: begin
		if(N >= 0) operation = DOWN;
		else operation = UP;
	end
	ZERO_TO_TEN: begin
		if(flick && (N == 5 || N == 10)) operation = KICK_BACK;
		else if(N == 10) operation = DOWN;
		else operation = UP;
	end
	OFF_TO_FOUR: begin
		if(N > 4) operation = DOWN;
		else operation = UP;
	end
	FOUR_TO_FIFTEEN: begin
		if(flick && (N == 5 || N == 10)) operation = KICK_BACK;
		else if(N == 15) operation = DOWN;
		else operation = UP;
	end
	default: operation = IDLE;
	endcase
end
always @(N)
begin
	if(N == -1) 
		for(i = 0; i < 16 ; i = i + 1)
		begin
			LED[i] = 0;
		end
	else
		for( i = 0; i < 16 ; i = i + 1)
		begin
			if(i <= N) LED[i] = 1'b1;
			else LED[i] = 1'b0;
		end
end
endmodule
```
==> results.py <==
# Generated from Yosys and OpenROAD reports
metrics = {
    "status": {
        "status": "completed",
    },
    "synth": {
        "postSynth.asyncResetShare_pct": 100,
        "yosys-stat-area_um2": 2800,
        "yosys_warnings": 1,
        "top_cell": "dfstp_2",
        "syn_area_per_cell_um2": 8.68,
        "edf_count": 0,
        "synth_cell_types": 51,
        "synth_area_um2": 2800,
        "ff_type": "dfstp_2",
        "netlist_instances": 322,
        "synth_seq_share_pct": 35.5,
        "yosys.area.top_type_share_pct": 31.0,
        "area_leaders": "dfstp_2, xnor2_1, dfrtp_1",
        "numSynthFlops": 38,
        "ys_cells": 322,
        "yosysTopAreaCell": "dfstp_2",
        "common_cells": "dfstp_2, xnor2_1, nor2_1, nand2_1, nor3_1",
    },
    "clock_tree": {
        "cts_sinks": 38,
        "cts_tree": "yes",
        "cts_resized": 0,
        "clk_pin_slew_ns": 0.07,
        "insertion_delay_ns": 0.29,
        "htreeDepth": 2,
        "root_buffer": "clkbuf_8",
        "cts_setup_buffers": 0,
        "cts_buffers": 5,
        "cts-hold-fix-buffers": 0,
        "clk_path_buf_depth": 2,
    },
    "floorplanning": {
        "io_pins": 19,
        "dieHeight_um": 98.5,
        "die_area_um2": 9710,
        "num_rows": 34,
        "fp.coreArea_um2": 8890,
        "die_w_um": 98.5,
        "fp_util_pct": 31.4,
    },
    "global_route": {
        "grt_pass1_wl_mm": 11.7,
        "grt_usage_pct": 15.1,
        "grt_pass1_vias": 2299,
        "grt_overflow_total": 0,
        "grt_max_degree": 39,
        "antenna_found_initial": 0,
    },
    "final_timing": {
        "slew_viol_final": 0,
        "fin_crit_ns": 4.31,
        "fin_setup_tns_ns": 0,
        "setup_viol": 0,
        "clock_skew_ns": 0.0121,
        "maxSlewHeadroom_pct": 40.9,
        "rsz0062_at_grt": "false",
        "finalHoldViolations": 0,
        "finalCritPeriodShare_pct": 79.8,
        "tightest_slew_ns": 0.887,
        "max_freq_mhz": 232,
    },
    "worst_setup_path": {
        "reg2reg_to": "N[7]$_DFFE_PN1P_",
        "crit_path_end_kind": "primary output",
        "worstSetupStartpoint": "N[6]$_DFFE_PN1P_",
        "crit_end": "LED[10]",
        "cp.arrival_ns": 3.23,
        "worstRegToRegCells": 7,
        "critPathKind": "reg -> out",
        "cp-start-kind": "register",
        "required_ns": 4.32,
        "r2r_start": "N[6]$_DFFE_PN1P_",
        "crit_path_max_fanout": 13,
        "r2r_slack_ns": 1.58,
    },
    "job": {
        "warnings": 30,
        "maxCapViolCount": 0,
    },
    "pwr": {
        "ir_worst_vdd_mv": 0.120,
        "leakagePower_nw": 1.06,
        "power_density_nw_per_um2": 156,
    },
    "cells_and_area": {
        "fin_cells": 436,
        "syn2layout_area_growth_pct": 11.6,
        "final_area_um2": 3120,
        "comb_area_um2": 1670,
        "n_fill_cell": 879,
        "drive_above_1_share_pct": 15.2,
        "regArea_um2": 992,
    },
    "placement": {
        "io_buffers": 18,
        "post-place-cells": 428,
        "place_area_um2": 3040,
        "gp_congestion": 0.908,
        "dp_hpwl_mm": 4.93,
    },
    "routing": {
        "dr.pass1.iters": 4,
        "ant_nets": 0,
        "drc": 0,
        "wl_per_cell_um": 16.1,
        "drt_iter0_drc": 215,
        "viasPerCell": 5.79,
        "num_antenna_cells": 0,
        "drt_wl_total_mm": 7.03,
        "vias": 2526,
    },
    "worst_hold_path": {
        "whs_path_depth": 1,
        "hp-class": "reg -> reg",
    },
}
[metal layers]
metal | vias up | part of all wire, % | wire [um] | track usage (%)
li1 | 1229 | - | - | -
met1 | 1241 | 50 | 3520 | 24.6
met2 | 50 | 45 | 3180 | 22.3
met3 | 6 | 4.1 | 287 | 1.80
met4 | 0 | 0.65 | 46 | 2.41
met5 | - | 0 | 0 | 0
[worst min-delay path by stage]
stage / from / endpoint / slack [ns]
finish: N[11]$_DFFE_PN1P_ / N[11]$_DFFE_PN1P_ / 0.50
global route: N[11]$_DFFE_PN1P_ / N[11]$_DFFE_PN1P_ / 0.51
CTS: N[11]$_DFFE_PN1P_ / N[11]$_DFFE_PN1P_ / 0.50
[state kept, by name (all words and copies together), names as in the netlist]
register / cells
N: 32
state: 6
[cell usage in the layout, fill, tap and decap left out, drive strengths merged, types with 3 or more instances in the layout]
| cell | Yosys | final |
|---|---|---|
| buf | 6 | 4 |
| xnor2 | 29 | 29 |
| nand2 | 24 | 24 |
| dfstp | 33 | 33 |
| o31ai | 3 | 3 |
| o21ai | 10 | 10 |
| and3 | 13 | 13 |
| nor2b | 3 | 3 |
| nand4 | 9 | 9 |
| clkbuf | 17 | 7 |
| nor4 | 13 | 13 |
| nor3 | 19 | 19 |
| a21oi | 14 | 14 |
| ha | 6 | 6 |
| a31oi | 4 | 4 |
| dfrtp | 5 | 5 |
| inv | 12 | 12 |
| nor2 | 26 | 26 |
| clkdlybuf4s50 | 0 | 17 |
| or4 | 3 | 3 |
| o22ai | 4 | 4 |
| a32oi | 9 | 9 |
| a22oi | 4 | 4 |
| a41oi | 8 | 8 |
| and4 | 6 | 6 |
| nand3 | 13 | 13 |
[stage by stage]
step                power, mW  hold WS (ns)  setup slack [ns]  util (%)
global route            0.503         0.505             0.869      35.1
global placement        0.298         0.488              1.42      34.1
detailed placement      0.298         0.491              1.40      34.1
CTS                     0.490         0.500              1.08      35.1
floorplan               0.290         0.475              1.86         -
finish                  0.486         0.496              1.09      35.1
[worst max-delay path, cell delays in order (launching register included)]
cell             delay (ns)
dfstp_2                0.40
or4_1                  0.57
or4b_1                 0.68
nor3_1                 0.19
buf_4                  0.21
nand2_1                0.10
o22ai_1                0.16
nand2_1                0.06
o21ai_0                0.08
clkdlybuf4s50_1        0.48
[report_power, final]
part	leakage, nW	internal (mW)	switching [mW]
combinational	0.623	0.00141	0.00570
sequential	0.402	0.286	0
clock	0.0385	0.0914	0.102
total	1.06	0.379	0.107
[cell type report]
class                           instances  share of cell area [%]
Tap cell                              108                    4.33
Inverter                               12                    1.44
Clock buffer                            7                    2.45
Multi-Input combinational cell        249                    53.4
Timing Repair Buffer                   21                    6.34
Clock inverter                          1                   0.241
Sequential cell                        38                    31.8
[logic make-up after synthesis]
family | Yosys count | synth area share, %
buffers and inverters | 35 | 4.92
xor gates and xnor gates | 31 | 9.71
AOI/OAI and AO/OA | 73 | 20.4
and+or+nand+nor | 139 | 26.8
DFF | 38 | 35.5
adders and majority gates | 6 | 2.69
Power is estimated from default activity; no workload was simulated.
